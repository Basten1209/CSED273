==> design/flow/design.v <==
module halfAdder(
    input in_a,
    input in_b,
    output out_s,
    output out_c
    );
    xor(out_s, in_a, in_b);
    and(out_c, in_a, in_b);
endmodule
module fullAdder(
    input in_a,
    input in_b,
    input in_c,
    output out_s,
    output out_c
    );
    wire c1, c2, tsum;
    halfAdder HA1(in_b, in_c, tsum, c1);
    halfAdder HA2(in_a, tsum, out_s, c2);
    or(out_c, c1, c2);
endmodule
module lab4_2(
    input [4:0] in_a,
    input [4:0] in_b,
    input in_c,
    output [4:0] out_s,
    output out_c
    );
    wire [3:0] c;
    fullAdder FA1(in_a[0], in_b[0], in_c, out_s[0], c[0]);
    fullAdder FA2(in_a[1], in_b[1], c[0], out_s[1], c[1]);
    fullAdder FA3(in_a[2], in_b[2], c[1], out_s[2], c[2]);
    fullAdder FA4(in_a[3], in_b[3], c[2], out_s[3], c[3]);
    fullAdder FA5(in_a[4], in_b[4], c[3], out_s[4], out_c);
endmodule
module lab4_3(
    input [4:0] in_a,
    input [4:0] in_b,
    input in_c,
    output [4:0] out_s,
    output out_c
    );
    wire [4:0] b;
    assign in_c = 1;
    not(b[0], in_b[0]);
    not(b[1], in_b[1]);
    not(b[2], in_b[2]);
    not(b[3], in_b[3]);
    not(b[4], in_b[4]);
    lab4_2 RCS(in_a, b, in_c, out_s, out_c);
endmodule
==> design/flow/run.sh <==
#!/bin/bash
# OpenROAD 26Q1-2900-gdf79404cd8, Yosys 0.63+post, stock flow scripts
make -C /OpenROAD-flow-scripts/flow DESIGN_CONFIG=/design/flow/config.mk WORK_HOME=/design/flow/orfs finish
==> design/flow/config.mk <==
export PLATFORM = sky130hd
export DESIGN_NAME = lab4_3
export DESIGN_NICKNAME = lab4_3
export VERILOG_FILES = /design/flow/design.v
export SDC_FILE = /design/flow/constraint.sdc
export NUM_CORES = 4
export LEC_CHECK = 1
export CORE_AREA = 10 10 70 70
export DIE_AREA = 0 0 80 80
==> design/flow/constraint.sdc <==
current_design lab4_3

set clk_period 4.1
set clk_io_pct 0.2

create_clock -name clk0 -period $clk_period

set non_clock_inputs [all_inputs -no_clocks]
set_input_delay [expr $clk_period * $clk_io_pct] -clock clk0 $non_clock_inputs
set_output_delay [expr $clk_period * $clk_io_pct] -clock clk0 [all_outputs]
==> impl_metrics.py <==
# Physical implementation metrics
metrics = {
    "run_status": {
        "status": "stopped before the end",
        "failing_step": "synthesis",
        "error": "ERROR: Found 1 problems in 'check -assert'.",
    },
    "logic_synthesis": {
        "ys_seq_share": 0,
        "ys_cells": 22,
        "ys_chip_area_um2": 179,
        "synth_cell_type_count": 5,
        "fa_ha_area_frac": 0.517,
        "synth-simple-area-share": 0,
        "yosysTopAreaCell": "fa_1",
        "synth.top_cell.area_share": 0.448,
        "area_leaders": "fa_1, buf_4, inv_1",
        "synthAoiAreaFrac": 0,
        "yosysWarningCount": 0,
        "topCombFamilyByArea": "adder cells",
        "mux_area_frac": 0,
        "ys_sh_xor": 0,
    },
}
## cells by family after synthesis
| group | after synthesis |
|---|---|
| buffers and inverters | 16 |
| adder cells (fa/ha/maj) | 5 |
| other | 1 |
## synthesized netlist by cell type
cell and count:
buf_4 6, conb_1 1, fa_1 4, ha_1 1, inv_1 10
