--- /design/flow/config.mk ---
export PLATFORM = sky130hd
export DESIGN_NAME = lab4_4
export DESIGN_NICKNAME = lab4_4
export VERILOG_FILES = /design/flow/design.v
export SDC_FILE = /design/flow/constraint.sdc
export NUM_CORES = 4
export LEC_CHECK = 1
export CORE_AREA = 10 10 70 70
export DIE_AREA = 0 0 80 80
--- /design/flow/constraint.sdc ---
current_design lab4_4

set clk_period 5.0
set clk_io_pct 0.2

create_clock -name clk0 -period $clk_period

set non_clock_inputs [all_inputs -no_clocks]
set_input_delay [expr $clk_period * $clk_io_pct] -clock clk0 $non_clock_inputs
set_output_delay [expr $clk_period * $clk_io_pct] -clock clk0 [all_outputs]
--- /design/flow/design.v ---
module halfAdder(
    input in_a,
    input in_b,
    output out_s,
    output out_c
    );
    xor(out_s, in_a, in_b);
    and(out_c, in_a, in_b);
endmodule
module fullAdder(
    input in_a,
    input in_b,
    input in_c,
    output out_s,
    output out_c
    );
    wire c1, c2, tsum;
    halfAdder HA1(in_b, in_c, tsum, c1);
    halfAdder HA2(in_a, tsum, out_s, c2);
    or(out_c, c1, c2);
endmodule
module lab4_2(
    input [4:0] in_a,
    input [4:0] in_b,
    input in_c,
    output [4:0] out_s,
    output out_c
    );
    wire [3:0] c;
    fullAdder FA1(in_a[0], in_b[0], in_c, out_s[0], c[0]);
    fullAdder FA2(in_a[1], in_b[1], c[0], out_s[1], c[1]);
    fullAdder FA3(in_a[2], in_b[2], c[1], out_s[2], c[2]);
    fullAdder FA4(in_a[3], in_b[3], c[2], out_s[3], c[3]);
    fullAdder FA5(in_a[4], in_b[4], c[3], out_s[4], out_c);
endmodule
module lab4_4(
    input [4:0]in_a,
    input [2:0]in_b,
    output [7:0]out_m
    );
    wire [5:0] temp1;
    wire [4:0] temp2;
    wire [5:0] temp3;
    wire [4:0] temp4;
    wire c;
    assign c = 0;
    and(temp1[0], in_a[0], in_b[0]);
    and(temp1[1], in_a[1], in_b[0]);
    and(temp1[2], in_a[2], in_b[0]);
    and(temp1[3], in_a[3], in_b[0]);
    and(temp1[4], in_a[4], in_b[0]);
    assign temp1[5] = 0;
    assign out_m[0] = temp1[0];
    and(temp2[0], in_a[0], in_b[1]);
    and(temp2[1], in_a[1], in_b[1]);
    and(temp2[2], in_a[2], in_b[1]);
    and(temp2[3], in_a[3], in_b[1]);
    and(temp2[4], in_a[4], in_b[1]);
    lab4_2 add1(temp1[5:1], temp2[4:0], c, temp3[4:0], temp3[5]);
    assign out_m[1] = temp3[0];
    and(temp4[0], in_a[0], in_b[2]);
    and(temp4[1], in_a[1], in_b[2]);
    and(temp4[2], in_a[2], in_b[2]);
    and(temp4[3], in_a[3], in_b[2]);
    and(temp4[4], in_a[4], in_b[2]);
    lab4_2 add2(temp3[5:1], temp4[4:0], c, out_m[6:2], out_m[7]);
endmodule
--- /design/flow/run.sh ---
#!/bin/bash
# OpenROAD 26Q1-2900-gdf79404cd8, Yosys 0.63+post, stock flow scripts
make -C /OpenROAD-flow-scripts/flow DESIGN_CONFIG=/design/flow/config.mk WORK_HOME=/design/flow/orfs finish
==> flow_summary_export.csv <==
group,metric,value,unit
placed_design,place_area,551.8,sq um
floorplan,coreArea,0.003416,sq mm
setup_path,crit_fanout,2,
timing,period_used_share,99.42,%
setup_path,cp.arrival,3970,ps
detailed_routing,routedWlPerCell,7.780,microns
setup_path,cp_common_cell,"fa_2",
global_routing,grt.overflow.total,0,
detailed_routing,viasPerCell,2.740,
floorplan,die_w,80,microns
power_and_ir_drop,power_density,89.00,mW/mm^2
logic_synthesis,syn-cell-area,349.1,sq um
placed_design,dp_hpwl,748,microns
logic_synthesis,adder_share,50.90,%
global_routing,grt-busiest-layer,"met2",
logic_synthesis,yosysUniqueCellTypes,6,
min_path,min_to,"out_m[0]",
global_routing,grt_use_met2,6.340,%
global_routing,grt_pass1_vias,339,
logic_synthesis,ys_chip_area,349.1,sq um
setup_path,cp_slowest_cell,"fa_1",
detailed_routing,drt_first_pass_iters,1,
logic_synthesis,yosys_warnings,0,
timing,fmax,201.2,MHz
flow_run,warning_count,34,
layout,utilization,17.07,%
setup_path,end_kind,"output port",
logic_synthesis,avgSynthCellArea,8.727,sq um
floorplan,dieArea,0.006400,sq mm
detailed_routing,drcViolationCount,0,
min_path,hold_start,"in_a[0]",
min_path,whs_path_depth,3,
layout,finalInstanceArea,583.1,sq um
detailed_routing,drt_iter0_markers,0,
detailed_routing,vias,274,
timing,slew_viol_final,0,
logic_synthesis,yosysSeqAreaShare,0,%
detailed_routing,ant_nets,0,
logic_synthesis,aoi_share,0,%
floorplan,initCoreUtil,10.22,%
flow_run,drv_cap,0,
detailed_routing,wl,778,microns
layout,lay_top_count,"and2_1",
clock_tree,holdBufCountCts,0,
layout,drive_above_1_share,46.30,%
global_routing,grt_max_degree,5,
floorplan,fp-row-count,21,
logic_synthesis,synthCells,40,
setup_path,worstPathRequired,4000,ps
layout,nClkBuffers,0,
global_routing,grtUsageMet1,2.568,%
global_routing,antenna_found_initial,0,
layout,num-fill-cells,385,
timing,maxSlewHeadroom,93.24,%
timing,worst_pin_slew,101.3,ps
floorplan,io_pins,16,
layout,area_growth,67.02,%
global_routing,grt_usage,2.725,%
placed_design,place_congestion,0.7655,
layout,ff_count,0,
status,outcome,"complete, no violations",
setup_path,cp_cell_sequence,"buf_6 > and2_4 > ha_4 > fa_2 > fa_2 > fa_1 > fa_2 > fa_2 > inv_2 > fa_2 > inv_2 > buf_2",
timing,rsz0062_at_grt,"true",
detailed_routing,antenna_cells,0,
min_path,min_path_type,"in2out",
setup_path,critical_path_class,"in2out",
power_and_ir_drop,ir_drop,0.01041,mV
logic_synthesis,ys_sh_xor,0,%
power_and_ir_drop,p_leak,0.0002576,uW
timing,post-route-min-period,4971,ps
floorplan,die_h,80,microns
logic_synthesis,simple_gate_share,25.45,%
logic_synthesis,top_logic_kind,"adder cells",
layout,combGateArea,301.5,sq um
global_routing,grt_pass1_wl,1497,microns
layout,mostFrequentLayoutCells,"and2_1, clkdlybuf4s50_1, fa_2, inv_2, buf_4",
logic_synthesis,synthMuxAreaShare,0,%
timing,finalSetupViolations,0,
timing,final_hold_viol_count,0,
logic_synthesis,synth_stat.cells,40,
setup_path,cp_slowest_stage_delay,470,ps
placed_design,numPortBuffers,16,
global_routing,use_met3,0,%
setup_path,startpoint_type,"input pin",
layout,flop_area,0,sq um
==> Yosys cell counts, drive strengths merged <==
master / count / area share (%)
ha: 3 / 11
nand2: 2 / 2.2
and2: 13 / 23
fa: 7 / 40
buf: 7 / 15
inv: 8 / 8.6
==> timing repair <==
action / CTS / global route
buffers inserted: 0 / 0
pin swaps: 10 / 9
endpoints found under the setup margin: 4 / 2
resized: 33 / 7
==> where the power goes <==
part | total, uW | leakage (uW) | internal, uW | switching (uW)
Combinational | 51.9 | 0.000258 | 34.7 | 17.2
Clock | 0 | 0 | 0 | 0
Sequential | 0 | 0 | 0 | 0
Total | 51.9 | 0.000258 | 34.7 | 17.2
==> worst max-delay path by stage <==
stage | start | slack, ps | to | depth (start not counted)
finish | in_b[0] | 30 | out_m[6] | 12
global route | in_b[0] | -70 | out_m[6] | 12
CTS | in_b[0] | -60 | out_m[6] | 12
==> metal layers <==
metal,vias up,routed length (microns),share of wire (%)
met4,0,0,0
met3,0,1,0.13
met1,134,224,29
met2,2,552,71
met5,-,0,0
li1,138,-,-
==> cells by family after synthesis <==
| kind of cell | count (synthesis) |
|---|---|
| adders and majority gates | 10 |
| buffers and inverters | 15 |
| and+or+nand+nor | 15 |
==> critical path: cells and delay by family <==
kind / cells / cell delay, ps
fa+ha+maj: 7 / 2520
simple gates: 1 / 150
buf+inv: 4 / 280
==> per-stage QoR <==
step                      TNS (ps)  worst slack [ps]  hold WS (ps)  std cells  total power [uW]
after floorplan                  0             44.35          2072         40             29.84
after global placement       -1902            -865.2          2999        100             52.09
after detailed placement     -1982            -893.6          3012        100             52.43
after CTS                   -56.42            -56.42          2672        100             52.22
after global routing        -70.66            -70.66          2660        100             61.77
final                            0             29.21          2645        100             51.89
==> area by class of cell <==
| type | count | area share [%] |
|---|---|---|
| Multi-Input combinational cell | 25 | 51.72 |
| Timing Repair Buffer | 21 | 33.26 |
| Tap cell | 46 | 9.871 |
| Inverter | 8 | 5.150 |
Power and IR drop assume default switching activity.
